<file path="./run.sh">
#!/bin/bash
# OpenROAD 26Q1-2900-gdf79404cd8, Yosys 0.63+post, stock flow scripts
make -C /OpenROAD-flow-scripts/flow DESIGN_CONFIG=/design/flow/config.mk WORK_HOME=/design/flow/orfs finish
</file>
<file path="./config.mk">
export PLATFORM = sky130hd
export DESIGN_NAME = decode_packet
export DESIGN_NICKNAME = decode_packet
export VERILOG_FILES = /design/flow/design.v
export SDC_FILE = /design/flow/constraint.sdc
export NUM_CORES = 4
export LEC_CHECK = 1
export CORE_UTILIZATION = 30
</file>
<file path="./constraint.sdc">
current_design decode_packet

set clk_period 85.7
set clk_io_pct 0.2

create_clock -name clk0 -period $clk_period [get_ports {clk}]

set non_clock_inputs [all_inputs -no_clocks]
set_input_delay [expr $clk_period * $clk_io_pct] -clock clk0 $non_clock_inputs
set_output_delay [expr $clk_period * $clk_io_pct] -clock clk0 [all_outputs]
</file>
<file path="./design.v">
module decode_packet 
#(
    parameter DATA_WIDTH = 1024,
    parameter ADDR_WIDTH = 10,
    parameter DATA_DFX_WIDTH = DATA_WIDTH + ADDR_WIDTH,
    parameter AURORA_DATA_WIDTH = 256,
    parameter NUMBER_PACKET = 5
)(
    input                                   clk,
    input                                   rst_n,
    input [AURORA_DATA_WIDTH - 1:0]         data_recv,
    input                                   start_decode_pkt,
    output reg                              ready_decode_pkt,
    output reg                              decode_done,
    output reg                              valid_dfx_data,
    output reg [DATA_DFX_WIDTH - 1:0]       data_dfx_recv
);
reg [1:0] current_state;
reg [1:0] next_state;
localparam IDLE = 2'b00;
localparam DECODE_PKT = 2'b01;
localparam DECODE_PKT_DONE = 2'b10;
localparam ROUTER_0 = 2'b00;
localparam ROUTER_1 = 2'b01;
localparam ROUTER_2 = 2'b10;
localparam ROUTER_3 = 2'b11;
reg [DATA_DFX_WIDTH - 1:0] data_dfx_recv_router_0;
reg [DATA_DFX_WIDTH - 1:0] data_dfx_recv_router_1;
reg [DATA_DFX_WIDTH - 1:0] data_dfx_recv_router_2;
reg [DATA_DFX_WIDTH - 1:0] data_dfx_recv_router_3;
always @(posedge clk or negedge rst_n) begin
    if(!rst_n) begin
        current_state <= IDLE;
    end else begin
        current_state <= next_state;    
    end
end
always @(*) begin
    case(current_state)
        IDLE: begin
            if(start_decode_pkt && ready_decode_pkt) begin
                next_state = DECODE_PKT;
            end else begin
                next_state = IDLE;
            end
        end
        DECODE_PKT: begin
            next_state = DECODE_PKT_DONE;
        end
        DECODE_PKT_DONE: begin
            next_state = IDLE;
        end
        default: next_state = IDLE;
    endcase
end
reg [AURORA_DATA_WIDTH - 1:0] data_recv_reg;
reg valid_dfx_data_reg;
reg [1:0] src_router;
reg [$clog2(NUMBER_PACKET) - 1:0] pkt_number;
always @(*) begin
    pkt_number = data_recv_reg[4:2];
    src_router = data_recv_reg[1:0];
end
always @(posedge clk or negedge rst_n) begin
    if(!rst_n) begin
        data_recv_reg <= 0;
    end else begin
        case(current_state)
            IDLE: begin
                if(start_decode_pkt && ready_decode_pkt) begin
                    data_recv_reg <= data_recv;
                    ready_decode_pkt <= 1'b0;
                end else begin
                    ready_decode_pkt <= 1'b1;
                end
            end
            default: begin
                ready_decode_pkt <= 1'b0;
            end
        endcase
    end
end
always @(posedge clk or negedge rst_n) begin
    if(!rst_n) begin
        data_dfx_recv_router_0 <= 0;
        data_dfx_recv_router_1 <= 0;
        data_dfx_recv_router_2 <= 0;
        data_dfx_recv_router_3 <= 0;
        valid_dfx_data_reg <= 0;
        decode_done <= 0;
    end
    else begin
        case(current_state)
            IDLE: begin
                valid_dfx_data_reg <= 0;
                decode_done <= 0;
            end
            DECODE_PKT: begin
                decode_done <= 0;
                case(src_router)
                    ROUTER_0: begin
                        if (pkt_number < NUMBER_PACKET - 1) begin
                            data_dfx_recv_router_0[pkt_number*249 +: 249] <= data_recv_reg[255:7];
                            valid_dfx_data_reg <= 0;
                        end else begin
                            data_dfx_recv_router_0[1033:996] <= data_recv_reg[44:7];
                            valid_dfx_data_reg <= 1;
                        end
                    end
                    ROUTER_1: begin
                        if (pkt_number < NUMBER_PACKET - 1) begin
                            data_dfx_recv_router_1[pkt_number*249 +: 249] <= data_recv_reg[255:7];
                            valid_dfx_data_reg <= 0;
                        end else begin
                            data_dfx_recv_router_1[1033:996] <= data_recv_reg[44:7];
                            valid_dfx_data_reg <= 1;
                        end
                    end
                    ROUTER_2: begin
                        if (pkt_number < NUMBER_PACKET - 1) begin
                            data_dfx_recv_router_2[pkt_number*249 +: 249] <= data_recv_reg[255:7];
                            valid_dfx_data_reg <= 0;
                        end else begin
                            data_dfx_recv_router_2[1033:996] <= data_recv_reg[44:7];
                            valid_dfx_data_reg <= 1;
                        end
                    end
                    ROUTER_3: begin
                        if (pkt_number < NUMBER_PACKET - 1) begin
                            data_dfx_recv_router_3[pkt_number*249 +: 249] <= data_recv_reg[255:7];
                            valid_dfx_data_reg <= 0;
                        end else begin
                            data_dfx_recv_router_3[1033:996] <= data_recv_reg[44:7];
                            valid_dfx_data_reg <= 1;
                        end
                    end
                    default: begin
                        data_dfx_recv_router_0 <= data_dfx_recv_router_0;
                        data_dfx_recv_router_1 <= data_dfx_recv_router_1;
                        data_dfx_recv_router_2 <= data_dfx_recv_router_2;
                        data_dfx_recv_router_3 <= data_dfx_recv_router_3;
                        valid_dfx_data_reg <= 0;
                    end
                endcase
            end
            DECODE_PKT_DONE: begin
                valid_dfx_data_reg <= 0;
                decode_done <= 1;
            end
            default: begin
            end
        endcase
    end
end
always @(posedge clk or negedge rst_n) begin
    if(!rst_n) begin
        data_dfx_recv <= 0;
        valid_dfx_data <= 0;
    end else begin
        valid_dfx_data <= valid_dfx_data_reg;
        case(current_state)
            DECODE_PKT_DONE: begin
                case(src_router)
                    ROUTER_0: begin
                        if (valid_dfx_data_reg) begin
                            data_dfx_recv <= data_dfx_recv_router_0;
                        end else begin
                            data_dfx_recv <= 0;
                        end
                    end
                    ROUTER_1: begin
                        if (valid_dfx_data_reg) begin
                            data_dfx_recv <= data_dfx_recv_router_1;
                        end else begin
                            data_dfx_recv <= 0;
                        end
                    end
                    ROUTER_2: begin
                        if (valid_dfx_data_reg) begin
                            data_dfx_recv <= data_dfx_recv_router_2;
                        end else begin
                            data_dfx_recv <= 0;
                        end
                    end
                    ROUTER_3: begin
                        if (valid_dfx_data_reg) begin
                            data_dfx_recv <= data_dfx_recv_router_3;
                        end else begin
                            data_dfx_recv <= 0;
                        end
                    end
                    default: begin
                        data_dfx_recv <= 0;
                    end
                endcase
            end
            default: begin
                data_dfx_recv <= 0;
            end
        endcase
    end
end
endmodule
</file>
==> flow_summary.html <==
<h3>Flow metrics</h3>
<table>
<tr><th>Metric</th><th>Value</th></tr>
<tr><th colspan="2">Worst setup path</th></tr>
<tr><td>Required time of the worst setup path</td><td>86.77 ns</td></tr>
<tr><td>Critical path endpoint category</td><td>asynchronous set/reset pin</td></tr>
<tr><td>Arr. time, crit path</td><td>between 20 and 30 ns</td></tr>
<tr><td>Crit start category</td><td>primary input</td></tr>
<tr><td>Highest net fanout along the worst path</td><td>113</td></tr>
<tr><td>Length in cells of the worst reg-to-reg path</td><td>11</td></tr>
<tr><td>Class of the most critical setup path</td><td>in2async</td></tr>
<tr><th colspan="2">Detailed routing</th></tr>
<tr><td>Remaining antenna violation count</td><td>0</td></tr>
<tr><td>Wire length per cell</td><td>28.3 um</td></tr>
<tr><td>Overall routed net length</td><td>between 600000 and 700000 um</td></tr>
<tr><td># DRC</td><td>0</td></tr>
<tr><td>Violation count after the first detailed-route iteration</td><td>8405</td></tr>
<tr><td>Post-DR vias/cell</td><td>approximately 5.2</td></tr>
<tr><td>Total iterations of the first detailed-routing run</td><td>7</td></tr>
<tr><td>Via count of the routed design</td><td>between 100k and 150k</td></tr>
<tr><th colspan="2">STA</th></tr>
<tr><td>Setup-violating endpoint count in the final report</td><td>0</td></tr>
<tr><td>Worst clock skew</td><td>0.141 ns</td></tr>
<tr><td>Final Max Slew Viols</td><td>0</td></tr>
<tr><td>Transition time of the tightest slew-check pin</td><td>0.907 ns</td></tr>
<tr><td>Cycle use final</td><td>about 29%</td></tr>
<tr><td>RSZ-0062 raised after global routing</td><td>no</td></tr>
<tr><td>Number of hold violations in the final report</td><td>0</td></tr>
<tr><td>Clock period minus worst slack</td><td>~25 ns</td></tr>
<tr><td>Hold Slack</td><td>0.482 ns</td></tr>
<tr><td>Relative slew margins</td><td>39.4%</td></tr>
<tr><td>Max Clock Freq</td><td>40.6 MHz</td></tr>
<tr><td>Sum of negative setup slack</td><td>0 ns</td></tr>
<tr><th colspan="2">Floorplan</th></tr>
<tr><td>Boundary Pins</td><td>1296</td></tr>
<tr><td>Initial standard-cell utilization of the core</td><td>30.1%</td></tr>
<tr><td>Die X-Extent</td><td>roughly 860 um</td></tr>
<tr><td>Total Die Area</td><td>between 700000 and 800000 sq um</td></tr>
<tr><td>Die H</td><td>between 800 and 900 um</td></tr>
<tr><td>Core ar.</td><td>approximately 730000 sq um</td></tr>
<tr><td>FP Rows</td><td>313</td></tr>
<tr><th colspan="2">Logic synthesis</th></tr>
<tr><td>Post-synthesis cell count from yosys</td><td>13.7k</td></tr>
<tr><td>Post-synth ARST share</td><td>roughly 100%</td></tr>
<tr><td>Dominant comb cell</td><td>multiplexers</td></tr>
<tr><td>Count leader, synth</td><td>sky130_fd_sc_hd__dfrtp_1</td></tr>
<tr><td>Dominant cell type by area after synthesis</td><td>sky130_fd_sc_hd__dfrtp_1</td></tr>
<tr><td>Dominant flop cell</td><td>sky130_fd_sc_hd__dfrtp_1</td></tr>
<tr><td>Fraction of post-synthesis cell area in the top cell type by area</td><td>between 60 and 70%</td></tr>
<tr><td>Seq share, synth</td><td>62.1%</td></tr>
<tr><td>Instance count of the mapped netlist</td><td>13.7k</td></tr>
<tr><td>Basic-gate share of the synthesized area counting and, or, nand and nor cells</td><td>3.83%</td></tr>
<tr><td>Number of enable-type register cells in the synthesized netlist</td><td>1</td></tr>
<tr><td>AO/OA Area Share</td><td>7.99%</td></tr>
<tr><td>Share of the synthesized netlist area taken by xor and xnor gates</td><td>less than 1%</td></tr>
<tr><td>Synthesis Warnings</td><td>1</td></tr>
<tr><td>Post-synth regs</td><td>5431</td></tr>
<tr><td>Yosys chip area</td><td>219000 sq um</td></tr>
<tr><td>Cell types with the largest area share after synthesis</td><td>sky130_fd_sc_hd__dfrtp_1 62%, sky130_fd_sc_hd__mux2_2 12%, sky130_fd_sc_hd__mux4_2 11%, sky130_fd_sc_hd__a22o_1 8.0%, sky130_fd_sc_hd__and3_1 3.0%</td></tr>
<tr><td>Adder and majority cell fraction of the synthesized area</td><td>0.0171%</td></tr>
<tr><td>Combined area of all synthesized cells</td><td>~220000 sq um</td></tr>
<tr><td>Post-Synthesis Mean Instance Area</td><td>16.0 sq um</td></tr>
<tr><td>Ranking of synthesized cells by instance count</td><td>5429 x sky130_fd_sc_hd__dfrtp_1, 2324 x sky130_fd_sc_hd__mux2_2, 1992 x sky130_fd_sc_hd__a22o_1</td></tr>
<tr><td>Synth cell types</td><td>43</td></tr>
<tr><td>Mux contribution to synthesized area</td><td>23.0%</td></tr>
<tr><th colspan="2">Place</th></tr>
<tr><td>Half-perimeter wire length after placement</td><td>452000 um</td></tr>
<tr><td>Total of buffers placed on input and output ports</td><td>1293</td></tr>
<tr><td>Placer congestion estimate</td><td>0.867</td></tr>
<tr><th colspan="2">GRT</th></tr>
<tr><td>Antenna violations before repair</td><td>32</td></tr>
<tr><td>Global-route wire length before repair</td><td>around 1000000 um</td></tr>
<tr><td>Global-route usage over all layers</td><td>between 10% and 20%</td></tr>
<tr><td>Pin count of the biggest net entering global routing</td><td>132</td></tr>
<tr><td>Number of global-route vias before repair</td><td>roughly 140k</td></tr>
<tr><td>Global route overflow</td><td>0</td></tr>
<tr><th colspan="2">Power</th></tr>
<tr><td>Power Density</td><td>~20 nW/um^2</td></tr>
<tr><td>Worst VDD drop</td><td>0.0202 mV</td></tr>
<tr><td>Leakage power</td><td>126 nW</td></tr>
<tr><th colspan="2">Clocking</th></tr>
<tr><td>CTS H-Tree Depth</td><td>6</td></tr>
<tr><td>Quantity of gates resized following cts</td><td>0</td></tr>
<tr><td>Clk root buf</td><td>sky130_fd_sc_hd__clkbuf_16</td></tr>
<tr><td>Number of buffers inserted by hold repair at cts</td><td>0</td></tr>
<tr><td>Post-CTS Setup Inserts</td><td>0</td></tr>
<tr><td>CTS clk-pin slew, worst paths</td><td>0.06 ns</td></tr>
<tr><td>Clock latency reported for the late side of the worst-skew pair</td><td>1.13 ns</td></tr>
<tr><td>CTS tree</td><td>done</td></tr>
<tr><td>CTS buffer count</td><td>592</td></tr>
<tr><td>Clock buffer depth</td><td>4</td></tr>
<tr><td>Count of clock tree sinks</td><td>5431</td></tr>
<tr><th colspan="2">Job</th></tr>
<tr><td>Warning total across the stage logs</td><td>60</td></tr>
<tr><td>Max Cap Violations</td><td>0</td></tr>
<tr><th colspan="2">Outcome</th></tr>
<tr><td>Result of the run</td><td>finished clean</td></tr>
<tr><th colspan="2">Cells and area</th></tr>
<tr><td>Share of post-route cells with drive strength above 1</td><td>around a third</td></tr>
<tr><td>Area growth from synthesis to layout</td><td>19.4%</td></tr>
<tr><th colspan="2">Hold path</th></tr>
<tr><td>Worst hold path class</td><td>reg2reg</td></tr>
<tr><td>Worst hold stages</td><td>1</td></tr>
</table>
[cells in the final DEF (no fill, tap or decap), types with 152 or more instances in the layout]
cell / count
sky130_fd_sc_hd__mux2_2: 2324
sky130_fd_sc_hd__a22o_1: 1992
sky130_fd_sc_hd__clkbuf_16: 597
sky130_fd_sc_hd__buf_4: 449
sky130_fd_sc_hd__nor2b_1: 246
sky130_fd_sc_hd__dfrtp_1: 5424
sky130_fd_sc_hd__and3_1: 1034
sky130_fd_sc_hd__clkbuf_1: 152
sky130_fd_sc_hd__clkdlybuf4s50_1: 1292
sky130_fd_sc_hd__mux4_2: 1034
[per-layer routing]
layer  vias to the layer above  part of all wire (%)  track usage, %
met4                        22                   3.6            5.57
met2                      5108                    45            28.8
met3                       985                    12            9.83
met5                         -                 0.044           0.168
met1                     69800                    39            26.9
li1                      53100                     -               -
[critical path, stage by stage]
cell and delay, ns:
sky130_fd_sc_hd__buf_16 0.29, sky130_fd_sc_hd__buf_4 0.71, sky130_fd_sc_hd__buf_4 0.61, sky130_fd_sc_hd__buf_4 0.68, sky130_fd_sc_hd__buf_4 0.63, sky130_fd_sc_hd__buf_4 0.60
sky130_fd_sc_hd__buf_4 0.64, sky130_fd_sc_hd__buf_4 0.64, sky130_fd_sc_hd__buf_4 0.68, sky130_fd_sc_hd__buf_4 0.57, sky130_fd_sc_hd__buf_4 0.67, sky130_fd_sc_hd__buf_4 0.71
sky130_fd_sc_hd__buf_4 0.69
[report_power, final]
| part | switching (mW) | total [mW] | internal, mW |
|---|---|---|---|
| Clock | 1.10 | 2.62 | 1.51 |
| Combinational | 0.0544 | 0.0681 | 0.0137 |
| Sequential | 0.0000188 | 2.56 | 2.56 |
[stage by stage]
step | util (%) | std cells | setup WS, ns | area [sq um] | power [mW]
floorplan | - | 13700 | 67.16 | 219000 | 2.61
detailed placement | 33.2 | 23600 | 59.67 | 241000 | 2.68
global route | 36.0 | 24600 | 59.80 | 261000 | 5.42
finish | 36.0 | 24600 | 61.10 | 261000 | 5.25
CTS | 36.0 | 24600 | 60.80 | 261000 | 5.31
global placement | 33.2 | 23600 | 59.81 | 241000 | 2.68
[layout make-up]
| type | count | area, sq um |
|---|---|---|
| clock inverter | 198 | 3130 |
| antenna | 10 | 25.0 |
| fill | 67200 | 466000 |
| tap | 9607 | 12000 |
| sequential | 5431 | 136000 |
| clock buffer | 863 | 17100 |
| inverter | 2 | 7.51 |
| timing repair buffer | 1763 | 16800 |
| multi-input combinational | 6765 | 76400 |
[kinds of logic (layout without fill, tap and decap cells)]
kind of cell | Yosys count | count (layout)
compound gates | 2000 | 2000
xor+xnor | 1 | 1
fa+ha+maj | 3 | 3
buf+inv | 1479 | 2826
flops | 5431 | 5431
mux | 3431 | 3431
other cells | 0 | 10
simple gates | 1330 | 1330
[final timing paths]
kind                                       startpoint                     endpoint  slack, ns
min in group asynchronous                       rst_n  data_dfx_recv_router_1[853]      16.11
max in group clk0                               rst_n             ready_decode_pkt      65.53
setup reg to reg                     data_recv_reg[1]           data_dfx_recv[361]      78.11
setup / recovery                                rst_n  data_dfx_recv_router_0[743]      61.10
hold reg to reg            data_dfx_recv_router_3[59]   data_dfx_recv_router_3[59]       0.48
hold / removal             data_dfx_recv_router_3[59]   data_dfx_recv_router_3[59]       0.48
No activity file was given, so power comes from the tool's default toggle rates.
