==> design/flow/run.sh <==
#!/bin/bash
# OpenROAD 26Q1-2900-gdf79404cd8, Yosys 0.63+post, stock flow scripts
make -C /OpenROAD-flow-scripts/flow DESIGN_CONFIG=/design/flow/config.mk WORK_HOME=/design/flow/orfs finish
==> design/flow/config.mk <==
export PLATFORM = sky130hd
export DESIGN_NAME = reassembly_pkt
export DESIGN_NICKNAME = reassembly_pkt
export VERILOG_FILES = /design/flow/design.v
export SDC_FILE = /design/flow/constraint.sdc
export NUM_CORES = 4
export LEC_CHECK = 1
export CORE_UTILIZATION = 40
==> design/flow/constraint.sdc <==
current_design reassembly_pkt

set clk_period 84.2
set clk_io_pct 0.2

create_clock -name clk0 -period $clk_period [get_ports {clk}]

set non_clock_inputs [all_inputs -no_clocks]
set_input_delay [expr $clk_period * $clk_io_pct] -clock clk0 $non_clock_inputs
set_output_delay [expr $clk_period * $clk_io_pct] -clock clk0 [all_outputs]
==> design/flow/design.v <==
module reassembly_pkt
#(
    parameter DATA_WIDTH = 1024,
    parameter ADDR_WIDTH = 10,
    parameter DATA_DFX_WIDTH = DATA_WIDTH + ADDR_WIDTH,
    parameter ACK_WIDTH = 1,
    parameter SEQ_NUM_WIDTH = 1,
    parameter DFX_WIDTH = 2,
    parameter PKT_WIDTH = DATA_DFX_WIDTH + ACK_WIDTH + SEQ_NUM_WIDTH*2 + DFX_WIDTH*2,
    parameter ROUTER_WIDTH = 2,
    parameter AURORA_WIDTH = 256,
    parameter NUMBER_FRAG = 5
)(
    input clk,
    input rst_n,
    input empty_frag_fifo,
    output reg rd_frag_fifo,
    input [AURORA_WIDTH - 1:0] frag_recv,
    output reg valid_dfx_data,
    output reg [DATA_DFX_WIDTH - 1:0] data_dfx_recv,
    output reg valid_pkt_recv,
    output reg type_pkt,  
    output reg [DFX_WIDTH - 1:0] src_dfx_recv,
    output reg [DFX_WIDTH - 1:0] dst_dfx_recv,  
    output reg [SEQ_NUM_WIDTH - 1:0] pkt_sn_recv,
    output reg [SEQ_NUM_WIDTH - 1:0] pkt_rn_recv,
    input ready_receive_pkt
);
localparam IDLE = 3'b000;
localparam READ_FIFO = 3'b001;
localparam READ_FIFO_DELAY = 3'b010;
localparam REASSEMBLY_PKT = 3'b011;
localparam REASSEMBLY_PKT_DONE = 3'b100;
localparam PROCESS_ACK_PKT = 3'b101;
localparam PROCESS_ACK_PKT_DONE = 3'b110;
reg [2:0] current_state;
reg [2:0] next_state;
localparam ROUTER_0 = 2'b00;
localparam ROUTER_1 = 2'b01;
localparam ROUTER_2 = 2'b10;
localparam ROUTER_3 = 2'b11;
always @(posedge clk or negedge rst_n) begin
    if (!rst_n) begin
        current_state <= IDLE;
    end else begin
        current_state <= next_state;    
    end
end
always @(*) begin
    case(current_state)
        IDLE: begin
            if(!empty_frag_fifo && ready_receive_pkt) begin
                next_state = READ_FIFO;
            end else begin
                next_state = IDLE;
            end
        end
        READ_FIFO: begin
            next_state = READ_FIFO_DELAY;
        end
        READ_FIFO_DELAY: begin
            next_state = (frag_recv[15:15] == 1 && frag_recv[6:4] == 0) ? PROCESS_ACK_PKT : REASSEMBLY_PKT;
        end
        REASSEMBLY_PKT: begin
            next_state = REASSEMBLY_PKT_DONE;
        end
        REASSEMBLY_PKT_DONE: begin
            next_state = IDLE;
        end
        PROCESS_ACK_PKT: begin
            next_state = PROCESS_ACK_PKT_DONE;
        end
        PROCESS_ACK_PKT_DONE: begin
            next_state = IDLE;
        end
        default: next_state = IDLE;
    endcase
end
reg [ROUTER_WIDTH - 1:0] pkt_recv_src_router = 0;
reg [ROUTER_WIDTH - 1:0] pkt_recv_dst_router = 0;
reg [2:0] pkt_recv_frag_num = 0;
always @(*) begin
    pkt_recv_src_router = frag_recv[1:0];
    pkt_recv_dst_router = frag_recv[3:2];
    pkt_recv_frag_num = frag_recv[6:4];
end
always @(posedge clk or negedge rst_n) begin
    if(!rst_n) begin
        rd_frag_fifo <= 1'b0;
    end
    else begin
        case(current_state)
            IDLE: begin
                if(!empty_frag_fifo && ready_receive_pkt) begin
                    rd_frag_fifo <= 1'b1;
                end else begin
                    rd_frag_fifo <= 1'b0;
                end
            end
            READ_FIFO: begin
                rd_frag_fifo <= 1'b0;
            end
            READ_FIFO_DELAY: begin
                rd_frag_fifo <= 1'b0;
            end
            REASSEMBLY_PKT: begin
                rd_frag_fifo <= 1'b0;
            end
            default: begin
                rd_frag_fifo <= 1'b0;
            end
        endcase
    end
end
reg [PKT_WIDTH - 1:0] data_pkt_recv_router_0;
reg [PKT_WIDTH - 1:0] data_pkt_recv_router_1;
reg [PKT_WIDTH - 1:0] data_pkt_recv_router_2;
reg [PKT_WIDTH - 1:0] data_pkt_recv_router_3;
reg valid_pkt_data_reg;
always @(posedge clk or negedge rst_n) begin
    if(!rst_n) begin
        data_pkt_recv_router_0 <= 0;
        data_pkt_recv_router_1 <= 0;
        data_pkt_recv_router_2 <= 0;
        data_pkt_recv_router_3 <= 0;
    end
    else begin
        case (current_state)
            REASSEMBLY_PKT: begin
                case (pkt_recv_src_router)
                    ROUTER_0: begin
                        if (pkt_recv_frag_num < NUMBER_FRAG - 1) begin
                            data_pkt_recv_router_0[pkt_recv_frag_num*247 +: 247] <= frag_recv[255:9];
                            valid_pkt_data_reg <= 0;
                        end else begin
                            data_pkt_recv_router_0[1040:988] <= frag_recv[61:9];
                            valid_pkt_data_reg <= 1;
                        end
                    end
                    ROUTER_1: begin
                        if (pkt_recv_frag_num < NUMBER_FRAG - 1) begin
                            data_pkt_recv_router_1[pkt_recv_frag_num*247 +: 247] <= frag_recv[255:9];
                            valid_pkt_data_reg <= 0;
                        end else begin
                            data_pkt_recv_router_1[1040:988] <= frag_recv[61:9];
                            valid_pkt_data_reg <= 1;
                        end
                    end
                    ROUTER_2: begin
                        if (pkt_recv_frag_num < NUMBER_FRAG - 1) begin
                            data_pkt_recv_router_2[pkt_recv_frag_num*247 +: 247] <= frag_recv[255:9];
                            valid_pkt_data_reg <= 0;
                        end else begin
                            data_pkt_recv_router_2[1040:988] <= frag_recv[61:9];
                            valid_pkt_data_reg <= 1;
                        end
                    end
                    ROUTER_3: begin
                        if (pkt_recv_frag_num < NUMBER_FRAG - 1) begin
                            data_pkt_recv_router_3[pkt_recv_frag_num*247 +: 247] <= frag_recv[255:9];
                            valid_pkt_data_reg <= 0;
                        end else begin
                            data_pkt_recv_router_3[1040:988] <= frag_recv[61:9];
                            valid_pkt_data_reg <= 1;
                        end
                    end
                    default: begin
                        data_pkt_recv_router_0 <= data_pkt_recv_router_0;
                        data_pkt_recv_router_1 <= data_pkt_recv_router_1;
                        data_pkt_recv_router_2 <= data_pkt_recv_router_2;
                        data_pkt_recv_router_3 <= data_pkt_recv_router_3;
                        valid_pkt_data_reg <= 0;
                    end
                endcase
            end
            default: begin
                data_pkt_recv_router_0 <= data_pkt_recv_router_0;
                data_pkt_recv_router_1 <= data_pkt_recv_router_1;
                data_pkt_recv_router_2 <= data_pkt_recv_router_2;
                data_pkt_recv_router_3 <= data_pkt_recv_router_3;
                valid_pkt_data_reg <= 0;
            end
        endcase
    end
end
always @(posedge clk or negedge rst_n) begin
    if(!rst_n) begin
        valid_dfx_data <= 0;
        data_dfx_recv <= 0;
    end
    else begin
        valid_dfx_data <= valid_pkt_data_reg;
        case (current_state)
            REASSEMBLY_PKT_DONE: begin
                case (pkt_recv_src_router)
                    ROUTER_0: begin
                        if(valid_pkt_data_reg) begin
                            data_dfx_recv <= data_pkt_recv_router_0[1040:7];
                        end else begin
                            data_dfx_recv <= 0;
                        end
                    end
                    ROUTER_1: begin
                        if(valid_pkt_data_reg) begin
                            data_dfx_recv <= data_pkt_recv_router_1[1040:7];
                        end else begin
                            data_dfx_recv <= 0;
                        end
                    end
                    ROUTER_2: begin
                        if(valid_pkt_data_reg) begin
                            data_dfx_recv <= data_pkt_recv_router_2[1040:7];
                        end else begin
                            data_dfx_recv <= 0;
                        end
                    end
                    ROUTER_3: begin
                        if(valid_pkt_data_reg) begin
                            data_dfx_recv <= data_pkt_recv_router_3[1040:7];
                        end else begin
                            data_dfx_recv <= 0;
                        end
                    end
                    default: begin
                        data_dfx_recv <= 0;
                    end
                endcase
            end
            default: begin
                data_dfx_recv <= 0;
            end
        endcase
    end
end
localparam NOT_ACK_PKT = 1'b0;
localparam ACK_PKT = 1'b1;
always @(posedge clk or negedge rst_n) begin
    if(!rst_n) begin
        valid_pkt_recv <= 0;
        type_pkt <= 0;
        src_dfx_recv <= 0;
        dst_dfx_recv <= 0;
        pkt_sn_recv <= 0;
        pkt_rn_recv <= 0;
    end
    else begin
        case (current_state)
            REASSEMBLY_PKT_DONE: begin
                case (pkt_recv_src_router)
                    ROUTER_0: begin
                        if(valid_pkt_data_reg) begin
                            valid_pkt_recv <= 1;
                            type_pkt <= NOT_ACK_PKT;
                            src_dfx_recv <= data_pkt_recv_router_0[1:0];
                            dst_dfx_recv <= data_pkt_recv_router_0[3:2];
                            pkt_sn_recv <= data_pkt_recv_router_0[4:4];
                            pkt_rn_recv <= data_pkt_recv_router_0[5:5];
                        end else begin
                            valid_pkt_recv <= 0;
                            type_pkt <= 0;
                            src_dfx_recv <= 0;
                            dst_dfx_recv <= 0;
                            pkt_sn_recv <= 0;
                            pkt_rn_recv <= 0;
                        end
                    end
                    ROUTER_1: begin
                        if(valid_pkt_data_reg) begin
                            valid_pkt_recv <= 1;
                            type_pkt <= NOT_ACK_PKT;
                            src_dfx_recv <= data_pkt_recv_router_1[1:0];
                            dst_dfx_recv <= data_pkt_recv_router_1[3:2];
                            pkt_sn_recv <= data_pkt_recv_router_1[4:4];
                            pkt_rn_recv <= data_pkt_recv_router_1[5:5];
                        end else begin
                            valid_pkt_recv <= 0;
                            type_pkt <= 0;
                            src_dfx_recv <= 0;
                            dst_dfx_recv <= 0;
                            pkt_sn_recv <= 0;
                            pkt_rn_recv <= 0;
                        end
                    end
                    ROUTER_2: begin
                        if(valid_pkt_data_reg) begin
                            valid_pkt_recv <= 1;
                            type_pkt <= NOT_ACK_PKT;
                            src_dfx_recv <= data_pkt_recv_router_2[1:0];
                            dst_dfx_recv <= data_pkt_recv_router_2[3:2];
                            pkt_sn_recv <= data_pkt_recv_router_2[4:4];
                            pkt_rn_recv <= data_pkt_recv_router_2[5:5];
                        end else begin
                            valid_pkt_recv <= 0;
                            type_pkt <= 0;
                            src_dfx_recv <= 0;
                            dst_dfx_recv <= 0;
                            pkt_sn_recv <= 0;
                            pkt_rn_recv <= 0;
                        end
                    end
                    ROUTER_3: begin
                        if(valid_pkt_data_reg) begin
                            valid_pkt_recv <= 1;
                            type_pkt <= NOT_ACK_PKT;
                            src_dfx_recv <= data_pkt_recv_router_3[1:0];
                            dst_dfx_recv <= data_pkt_recv_router_3[3:2];
                            pkt_sn_recv <= data_pkt_recv_router_3[4:4];
                            pkt_rn_recv <= data_pkt_recv_router_3[5:5];
                        end else begin
                            valid_pkt_recv <= 0;
                            type_pkt <= 0;
                            src_dfx_recv <= 0;
                            dst_dfx_recv <= 0;
                            pkt_sn_recv <= 0;
                            pkt_rn_recv <= 0;
                        end
                    end
                    default: begin
                        valid_pkt_recv <= 0;
                        type_pkt <= NOT_ACK_PKT;
                        src_dfx_recv <= 0;
                        dst_dfx_recv <= 0;
                        pkt_sn_recv <= 0;
                        pkt_rn_recv <= 0;
                    end
                endcase
            end
            PROCESS_ACK_PKT: begin
                valid_pkt_recv <= 1;
                type_pkt <= ACK_PKT;
                src_dfx_recv <= frag_recv[10:9];
                dst_dfx_recv <= frag_recv[12:11];
                pkt_sn_recv <= frag_recv[13:13];
                pkt_rn_recv <= frag_recv[14:14];
            end
            default: begin
                valid_pkt_recv <= 0;
                type_pkt <= 0;
                src_dfx_recv <= 0;
                dst_dfx_recv <= 0;
                pkt_sn_recv <= 0;
                pkt_rn_recv <= 0;
            end
        endcase
    end
end
endmodule
==> Changelog: implementation <==
### Physical design

* Worst Path Arrival at between 20,000 and 25,000 ps
* Comb area at approximately 74,000 sq um
* Register-to-Register Path Depth at 7
* Row Count at 266
* Synth Area per Inst at around 16 sq um
* ANT nets after route at 0
* CTS Sinks at roughly 5,200
* Maximum clock frequency at 45.9 MHz
* Clk network pwr share at 0.473
* Slowest-stage cell, CP: clkdlybuf4s50_1
* Flop pwr share at 0.483
* Dpl ws at 61,340 ps
* VDD IR-drop max at about 0.000023 V
* Yosys top cell area share at 0.619
* Worst path max stage delay at around 880 ps
* Crit path max-delay family: buffers and inverters
* Post-synth EDFFs at 1
* Clk latency of the worst-skew pair at 1100 ps
* Setup TNS at 0 ps
* Hpwl dp at roughly 400,000 um
* Final GP Congestion at 0.839
* Die Wd at 728 um
* Gate Count Post-Synth at 12,900
* CP Capture Type: register
* Yosys top cell by area: dfrtp_1
* Tot Pwr at ~0.0053 W
* Clock Path Buffers at 4
* Hold_buf cts at 0
* PD cells at between 20 and 25 nW/um^2
* R2R Setup Slk at 79,220 ps
* Pre-Repair DR Iteration Count at 7
* Vias in the first global route at about 130k
* Post-layout util at 0.474
* Area Growth Syn to Fin at 18.1%
* Setup violations, final at 0
* Vias at 122,000
* Fin crit period at 21,770 ps
* PortBufs at roughly 1,300
* Critical Path, Cell by Cell: clkdlybuf4s50_1 > inv_1 > ha_1 > and4b_1 > and4b_4 > buf_12 > buf_4 > buf_4 > buf_4 > mux2_4
* Yosys Instances at ~13,000
* Hold Worst Slack at 360 ps
* Height of the die at roughly 730 um
* Crit path top cell by count: buf_4
* Filler cells at roughly 44,000
* Yosys warnings at 1
* WHS Endpoint: valid_dfx_data$_DFF_PN0_
* Vias per cell at 5.74
* R2r endpoint: data_pkt_recv_router_2[614]$_DFFE_PN0P_
* Worst clock skew at between 60 and 70 ps
* CP bufs+invs at 6
* H-tree depth at 6
* Resized Gates After CTS at 0
* Dominant Register Cell: dfrtp_1
* Largest net degree at the start of global routing at about 130
* Internal Power at ~0.0041 W
* OpenROAD warnings at ~80
* Hold Path Origin: valid_pkt_data_reg$_SDFFCE_PN0P_
* CTS Buf Count at ~560
* WP data required at ~85,000 ps
* Hold Crit Class: reg2reg
* Dominant logic cell types in the final layout: dfrtp_1, a22o_1, mux2_2
* Top cells, area: dfrtp_1, mux4_2, a22o_1
* Combinational power share at 0.044
* Synth Cell Area at between 200,000 and 250,000 sq um
* Net Sw Frac at 0.231
* Die area at between 500,000 and 600,000 sq um
* Root Driver: clkbuf_16
* CTS tree: built
* Final Max-Slew Violation Tally at 0
* Final Hold Viols at 0
* Ys async rst share at 1.00
* DR iter-0 viols at 7,975
* FP Core Util at 0.402
* Result of the run: complete, no violations
* Static leakage at approximately 120 nW
* # Max-Cap Violations at 0
* RSZ-0062 raised after global routing: false
* Critical-path maximum fanout at 47
* Post-synth cell types at 42
* GRT Overall Usage at 0.258
* # IOs at between 1,000 and 1,500
* Gr ovfl total at 0
* Psw at between 0.001 and 0.0015 W
* Worst Slack Setup Final at around 62,000 ps
* Tightest Pin Transition at approximately 900 ps
* Reg area at 130,000 sq um
* Ys flops at roughly 5,200
* Post-synth seq share at 0.619
* Post-route DRC at 0
* Initial antenna violation count at 62
* Most numerous logic cell after layout: dfrtp_1
* Post-Route WL at ~640,000 um
* WL/cell at between 30 and 40 um
* Clock slew at reported path FFs at approximately 60 ps
* Share of cells above drive strength 1 at 0.299
* Final worst path period share at 0.259
* Worst Hold Path Cells at 0
* Core box area at 525,000 sq um
* Crit Path Category: in2reg
* Worst setup SP type: primary input
* Slew margin rel. at 0.397
* Setup bufs post-CTS at 0
* First-pass GRT wire length at between 900,000 and 1,000,000 um
* Yosys stat area at ~210,000 sq um
* FF-to-FF Start: current_state[6]$_DFF_PN0_
area by class of cell:
type / instances / share of cell area
well taps: 6968 / 0.0350
clock buffers: 835 / 0.0664
repair buffers: 1752 / 0.0676
inverters: 7 / 0.000106
flip-flops and latches: 5210 / 0.524
clock inverters: 173 / 0.0101
diodes: 21 / 0.000211
multi-input cells: 6310 / 0.297
metal layers:
layer / GRT usage / vias to the layer above / share of wire
li1: - / 50200 / -
met2: 0.374 / 4987 / 0.46
met4: 0.0662 / 56 / 0.032
met1: 0.370 / 65900 / 0.39
met3: 0.121 / 958 / 0.12
met5: 0.00109 / - / 0.00060
synthesized netlist by cell type (all sizes together) (3+ instances only):
library cell  number
a22o            1984
a31oi              4
a32o             212
and2            1037
and4               3
and4b              7
buf              731
clkbuf           643
dfrtp           5208
ha                 4
inv                7
mux2            1969
mux4            1040
nand2              8
nand2b             3
nand4              5
nor2               9
nor2b              3
nor3               3
nor4               3
metrics by stage:
step,cells,area [sq um]
2_1_floorplan,12900,211000
3_3_place_gp,20200,230000
3_5_place_dp,20200,230000
4_1_cts,21300,249000
5_1_grt,21300,249000
6_report,21300,249000
how the worst max path moves through the flow:
| stage | startpoint | endpoint | slack (ps) | cells after the start |
|---|---|---|---|---|
| 4_1_cts | rst_n | data_dfx_recv[30]$_DFF_PN0_ | 62530 | 9 |
| 5_1_grt | rst_n | data_dfx_recv[530]$_DFF_PN0_ | 61790 | 9 |
| 6_report | frag_recv[6] | data_pkt_recv_router_2[614]$_DFFE_PN0P_ | 62430 | 10 |
power by group through the flow:
| stage | sequential [W] | combinational [W] | clock (W) |
|---|---|---|---|
| global route | 0.00257 | 0.000256 | 0.00267 |
| CTS | 0.00257 | 0.000239 | 0.00258 |
| finish | 0.00257 | 0.000232 | 0.00252 |
logic make-up after synthesis:
kind of cell             count (synthesis)  share of synthesized area
AND/OR/NAND/NOR                       1092                     0.0326
buffers and inverters                 1381                     0.0318
adder cells (fa/ha/maj)                  4                   0.000238
multiplexers                          3009                      0.224
AND-OR/OR-AND                         2205                     0.0929
flip-flops                            5210                      0.619
No activity file was given, so power comes from the tool's default toggle rates.
